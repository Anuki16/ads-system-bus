### flow/design.v
module master_port_v1 #(parameter ADDR_WIDTH = 16, DATA_WIDTH = 8)
(
	input clk, rstn,
	input [DATA_WIDTH-1:0] dwdata,  
	output [DATA_WIDTH-1:0] drdata,	 
	input [ADDR_WIDTH-1:0] daddr,
	input dvalid, 			 		 
	output dready,
	input dmode,					 
	input mrdata,	 
	output reg mwdata,	 
	output mmode,	 
	output reg mvalid,	 
	input svalid,	 
	output mbreq,
	input mbgrant
);
	localparam SLAVE_ADDR_WIDTH = 4;	 
	localparam SLAVE_MEM_ADDR_WIDTH = ADDR_WIDTH - SLAVE_ADDR_WIDTH;	 
	reg [DATA_WIDTH-1:0] wdata;
	reg [ADDR_WIDTH-1:0] addr;
	reg mode;
	reg [DATA_WIDTH-1:0] rdata;
	reg [7:0] counter;
    localparam IDLE  = 3'b000,    
               ADDR  = 3'b001, 	 
               RDATA = 3'b010,     
			   WDATA = 3'b011,	 
			   REQ 	 = 3'b101;	 
	reg [2:0] state, next_state;
	always @(*) begin
		case (state)
			IDLE  : next_state = (dvalid) ? REQ : IDLE;
			REQ	  : next_state = (mbgrant) ? ADDR : REQ;
			ADDR  : next_state = (counter == SLAVE_MEM_ADDR_WIDTH-1) ? ((mode) ? WDATA : RDATA) : ADDR;
			RDATA : next_state = (svalid && (counter == DATA_WIDTH-1)) ? IDLE : RDATA;
			WDATA : next_state = (counter == DATA_WIDTH-1) ? IDLE : WDATA;
			default: next_state = IDLE;
		endcase
	end
	always @(posedge clk) begin
		state <= (!rstn) ? IDLE : next_state;
	end
	assign dready = (state == IDLE);
	assign drdata = rdata;
	assign mmode = mode;
	assign mbreq = (state != IDLE);		 
	always @(posedge clk) begin
		if (!rstn) begin
			wdata <= 'b0;
			rdata <= 'b0;
			addr <= 'b0;
			mode <= 0;
			counter <= 'b0;
			mvalid <= 0;
			mwdata <= 0;
		end
		else begin
			case (state)
				IDLE : begin
					counter <= 'b0;
					mvalid <= 0;
					if (dvalid) begin	 
						wdata <= dwdata;
						addr <= daddr;
						mode <= dmode;
					end else begin
						wdata <= wdata;
						addr <= addr;
						mode <= mode;
					end
				end
				REQ : begin
				end
				ADDR : begin	 
					mwdata <= addr[counter];
					mvalid <= 1'b1;
					if (counter == SLAVE_MEM_ADDR_WIDTH-1) begin
						counter <= 'b0;
					end else begin
						counter <= counter + 1;
					end
				end
				RDATA : begin	 
					mvalid <= 1'b0;
					if (svalid) begin
						rdata[counter] <= mrdata;
						if (counter == DATA_WIDTH-1) begin
							counter <= 'b0;
						end else begin
							counter <= counter + 1;
						end 
					end else begin
						rdata <= rdata;
						counter <= counter;
					end
				end
				WDATA : begin	 
					mwdata <= wdata[counter];
					mvalid <= 1'b1;
					if (counter == DATA_WIDTH-1) begin
						counter <= 'b0;
					end else begin
						counter <= counter + 1;
					end
				end
				default: begin
					wdata <= wdata;
					rdata <= rdata;
					addr <= addr;
					mode <= mode;
					counter <= counter;
					mvalid <= mvalid;
					mwdata <= mwdata;
				end
			endcase
		end
	end
endmodule
### flow/run.sh
#!/bin/bash
# OpenROAD 26Q1-2900-gdf79404cd8, Yosys 0.63+post, stock flow scripts
make -C /OpenROAD-flow-scripts/flow DESIGN_CONFIG=/design/flow/config.mk WORK_HOME=/design/flow/orfs finish
### flow/config.mk
export PLATFORM = sky130hd
export DESIGN_NAME = master_port_v1
export DESIGN_NICKNAME = master_port_v1
export VERILOG_FILES = /design/flow/design.v
export SDC_FILE = /design/flow/constraint.sdc
export NUM_CORES = 4
export LEC_CHECK = 1
export CORE_UTILIZATION = 40
### flow/constraint.sdc
current_design master_port_v1

set clk_period 4.6
set clk_io_pct 0.2

create_clock -name clk0 -period $clk_period [get_ports {clk}]

set non_clock_inputs [all_inputs -no_clocks]
set_input_delay [expr $clk_period * $clk_io_pct] -clock clk0 $non_clock_inputs
set_output_delay [expr $clk_period * $clk_io_pct] -clock clk0 [all_outputs]
==> run_results.csv <==
group,metric,value,unit
worst_setup_path,critPathTopFamily,"buffers and inverters",
placement,gp_congestion,0.804,
synth,mux_share,0.0788,
route,met3WireLength,203,um
worst_hold_path,hold_start,"wdata[5]",
grt,grt_max_degree,35,
job,warnings,26,
synth,synth_warnings,1,
synth,ff_type,"dfxtp_1",
worst_hold_path,min_path_cells,2,
final_timing,rsz0062_at_grt,"no",
worst_setup_path,critPathMostFrequentCell,"o211ai_1",
placement,post-dp-hpwl,3720,um
route,dr.pass1.iters,4,
final_timing,maxSlewViolCount,0,
finish,layout_top_cell,"nand2_1",
floorplan,ioPinCount,44,
placement,io_buffers,43,
worst_setup_path,start_kind,"input port",
synth,ys_seq_elements,46,
worst_setup_path,rrSetupSlack,2.39,ns
clock_network,ctsResizeCount,0,
grt,first_global_vias,2031,
route,finalWirelength,5360,um
synth,avgSynthCellArea,8.05,sq um
floorplan,fp_util,0.425,
synth,ys_types,51,
final_timing,tns,0,ns
clock_network,cts_setup_buffers,0,
clock_network,cts_made_buffers,5,
worst_setup_path,arrival,2.81,ns
final_timing,fin_crit,2.58,ns
final_timing,finalHoldViolCount,0,
synth,simple_gate_area_frac,0.277,
floorplan,fp.dieH,79.7,um
synth,yosysSeqAreaShare,0.382,
final_timing,fmax,387,MHz
floorplan,core_area,0.00568,sq mm
route,drc_errors,0,
grt,grt.overflow.total,0,
synth,edf_count,0,
synth,logic_family,"simple AND/OR/NAND/NOR gates",
grt,grt_pass1_wl,9340,um
finish,flop_area,921,sq um
synth,syn_inst,300,
final_timing,timing.final.crit_share,0.561,
finish,syn_to_final_growth,20.8,%
route,antenna_cells,0,
clock_network,cts_htree_levels,2,
final_timing,skew,0.00642,ns
route,detail_route.vias_per_cell,5.31,
route,dr_wl_met2,2550,um
synth,synth-area-yosys,0.00241,sq mm
pwr,p_leak,1.04,nW
pwr,irDropWorstVdd,160,uV
route,vias,2136,
floorplan,rows,27,
worst_setup_path,crit_buf_inv,2,
grt,grt_antenna_before_repair,0,
worst_setup_path,critical_path.cell_chain,"clkdlybuf4s50_1, inv_1, nor4_1, o211ai_1, o211ai_1",
run_status,status,"complete, no violations",
final_timing,worst_pin_slew,0.815,ns
clock_network,clk_latency,0.30,ns
worst_hold_path,min_path_type,"reg -> reg",
pwr,finalPower,0.793,mW
final_timing,setup-violations-final,0,
route,drtIter0Drc,84,
job,cap_viol_max_count,0,
worst_setup_path,crit_end,"counter[3]",
route,dr.max_layer_used,"met4",
route,antenna_left,0,
synth,adder_share,0.0104,
route,wire_per_inst,13.3,um
worst_setup_path,reg2reg_to,"counter[3]",
clock_network,clock_sinks,46,
route,m1WireLength,2560,um
worst_setup_path,cp_max_fo,17,
clock_network,cts_root_buf,"clkbuf_8",
worst_setup_path,cp_num_cells,5,
worst_setup_path,reg2reg_depth,5,
synth,async_reset_ff_frac,0,
finish,fillers,563,
worst_setup_path,cpMaxStageDelayCell,"clkdlybuf4s50_1",
worst_setup_path,worstSetupPathType,"in -> reg",
clock_network,cts_buffer_depth,2,
synth,yosys.area_share.aoi,0.180,
worst_setup_path,reg2reg_from,"counter[1]",
worst_setup_path,required,4.83,ns
clock_network,tritoncts,"done",
synth,ys_cells,300,
floorplan,die_w,79.7,um
clock_network,clkSlewWorstSetupHoldPaths,0.09,ns
pwr,powerDensity,272,mW/mm^2
synth,syn-cell-area,0.00241,sq mm
grt,grt_use_total,0.188,
worst_setup_path,crit_start,"rstn",
worst_setup_path,cp_slowest_stage_delay,0.85,ns
worst_setup_path,endpoint_kind,"flip-flop",
finish,lay_top_cells,"nand2_1, dfxtp_1, clkdlybuf4s50_1, a21oi_1, nand3_1",
finish,combGateArea,0.00135,sq mm
finish,drive_gt1_frac,0.0515,
floorplan,dieArea,0.00635,sq mm
final_timing,slew_headroom,0.456,
synth,xor_share,0.0109,
clock_network,cts_hold_buf,0,
[flip-flops by register name, summed over array words and instances, names as in the netlist]
signal and cells:
wdata 8, mwdata 1, counter 8, mode 1, mvalid 1, state 3, rdata 8, addr 16
[area by class of cell]
cell class,count,area share
multi-input cells,224,0.461
flip-flops and latches,46,0.316
repair buffers,44,0.150
well taps,72,0.0309
clock buffers,7,0.0296
inverters,8,0.0103
clock inverters,1,0.00172
[worst min-delay path by stage]
stage / endpoint
final: wdata[5]
after global routing: rdata[5]
after CTS: addr[1]
[layer usage]
metal | GRT usage | up-vias
met1 | 0.278 | 978
met2 | 0.307 | 42
met3 | 0.0336 | 6
met4 | 0.0109 | 0
met5 | 0 | -
li1 | - | 1110
[metrics by stage]
step / setup slack, ns / std cells / utilization / hold WS [ns] / cell area, sq um
finish: 2.02 / 402 / 0.514 / 0.458 / 2920
global route: 1.86 / 402 / 0.514 / 0.479 / 2920
CTS: 2.02 / 402 / 0.514 / 0.461 / 2920
detailed placement: 1.72 / 394 / 0.498 / 0.448 / 2820
global placement: 1.76 / 394 / 0.498 / 0.442 / 2820
floorplan: 2.57 / 300 / - / 0.422 / 2410
[cell families (layout without fill, tap and decap cells)]
kind of cell,after synthesis,in the layout
flip-flops,46,46
AND/OR/NAND/NOR,135,135
XOR/XNOR,3,3
adder cells (fa/ha/maj),2,2
AND-OR/OR-AND,70,70
multiplexers,14,14
buffers and inverters,30,60
[worst reg2reg max path: stages, from the launching register on]
cell and delay (ns):
dfxtp_1 0.76, ha_1 0.34, nor2b_1 0.28, nand2_1 0.24
o21ai_1 0.35, o211ai_1 0.13
[synth_stat cells (3+ instances only)]
cell type | n | area, sq um
nand2_1 | 68 | 255
dfxtp_1 | 46 | 921
a21oi_1 | 34 | 170
clkbuf_1 | 15 | 56.3
nand3_1 | 13 | 65.1
o211ai_1 | 11 | 82.6
mux2i_1 | 10 | 100
nor2_1 | 9 | 33.8
inv_1 | 8 | 30.0
nor2b_1 | 8 | 50.1
nor3_1 | 8 | 40.0
nand4_1 | 5 | 31.3
o21ai_0 | 5 | 25.0
mux4_2 | 4 | 90.1
and3_1 | 3 | 18.8
buf_2 | 3 | 15.0
nand2b_1 | 3 | 18.8
nor4_1 | 3 | 18.8
o21ai_1 | 3 | 15.0
[power by group]
group          internal (mW)  leakage (nW)  switching, mW  total, mW
Clock                  0.121        0.0482          0.137      0.259
Sequential             0.414         0.375         0.0150      0.429
Combinational         0.0559         0.617         0.0488      0.105
Total                  0.592          1.04          0.201      0.793
Power and IR drop assume default switching activity.
