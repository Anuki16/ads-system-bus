==> /design/flow/run.sh <==
#!/bin/bash
# OpenROAD 26Q1-2900-gdf79404cd8, Yosys 0.63+post, stock flow scripts
make -C /OpenROAD-flow-scripts/flow DESIGN_CONFIG=/design/flow/config.mk WORK_HOME=/design/flow/orfs finish
==> /design/flow/config.mk <==
export PLATFORM = sky130hd
export DESIGN_NAME = uart_other
export DESIGN_NICKNAME = uart_other
export VERILOG_FILES = /design/flow/design.v
export SDC_FILE = /design/flow/constraint.sdc
export NUM_CORES = 4
export LEC_CHECK = 1
export CORE_UTILIZATION = 30
==> /design/flow/constraint.sdc <==
current_design uart_other

set clk_period 5.2
set clk_io_pct 0.2

create_clock -name clk0 -period $clk_period [get_ports {clk}]

set non_clock_inputs [all_inputs -no_clocks]
set_input_delay [expr $clk_period * $clk_io_pct] -clock clk0 $non_clock_inputs
set_output_delay [expr $clk_period * $clk_io_pct] -clock clk0 [all_outputs]
==> /design/flow/design.v <==
module uart_other
  #(parameter
    DATA_WIDTH = 8,
    BAUD_RATE  = 115200,
    CLK_FREQ   = 100_000_000
    )(
    input  logic                  sig_rx,
    output logic [DATA_WIDTH-1:0] data_rx,
    output logic                  valid_rx,
    input  logic                  ready_rx,
    output logic                  sig_tx,
    input  logic [DATA_WIDTH-1:0] data_tx,
    input  logic                  valid_tx,
    output logic                  ready_tx,
    input  logic                  clk,
    input  logic                  rstn
  );
   uart_tx_other #(DATA_WIDTH, BAUD_RATE, CLK_FREQ)
   uart_tx_inst(.*);
   uart_rx_other #(DATA_WIDTH, BAUD_RATE, CLK_FREQ)
   uart_rx_inst(.*);
endmodule
module uart_rx_other
  #(parameter
    DATA_WIDTH = 8,
    BAUD_RATE  = 115200,
    CLK_FREQ   = 100_000_000
   )
   (
    input  logic                  sig_rx,
    output logic [DATA_WIDTH-1:0] data_rx,
    output logic                  valid_rx,
    input  logic                  ready_rx,
    input  logic clk,
    input  logic rstn
   );
   localparam LB_DATA_WIDTH    = $clog2(DATA_WIDTH);
   localparam PULSE_WIDTH      = CLK_FREQ / BAUD_RATE;
   localparam LB_PULSE_WIDTH   = $clog2(PULSE_WIDTH);
   localparam HALF_PULSE_WIDTH = PULSE_WIDTH / 2;
   function majority5(input [4:0] val);
      case(val)
        5'b00000: majority5 = 0;
        5'b00001: majority5 = 0;
        5'b00010: majority5 = 0;
        5'b00100: majority5 = 0;
        5'b01000: majority5 = 0;
        5'b10000: majority5 = 0;
        5'b00011: majority5 = 0;
        5'b00101: majority5 = 0;
        5'b01001: majority5 = 0;
        5'b10001: majority5 = 0;
        5'b00110: majority5 = 0;
        5'b01010: majority5 = 0;
        5'b10010: majority5 = 0;
        5'b01100: majority5 = 0;
        5'b10100: majority5 = 0;
        5'b11000: majority5 = 0;
        default:  majority5 = 1;
      endcase
   endfunction
   logic [1:0] sampling_cnt;
   logic [4:0] sig_q;
   logic       sig_r;
   always_ff @(posedge clk) begin
      if(!rstn) begin
         sampling_cnt <= 0;
         sig_q        <= 5'b11111;
         sig_r        <= 1;
      end
      else begin
         if(sampling_cnt == 0) begin
            sig_q <= {sig_rx, sig_q[4:1]};
         end
         sig_r        <= majority5(sig_q);
         sampling_cnt <= sampling_cnt + 1;
      end
   end
   typedef enum logic [1:0] {STT_DATA,
                             STT_STOP,
                             STT_WAIT
                             } statetype;
   statetype                 state;
   logic [DATA_WIDTH-1:0]   data_tmp_r;
   logic [LB_DATA_WIDTH:0]  data_cnt;
   logic [LB_PULSE_WIDTH:0] clk_cnt;
   logic                    rx_done;
   always_ff @(posedge clk) begin
      if(!rstn) begin
         state      <= STT_WAIT;
         data_tmp_r <= 0;
         data_cnt   <= 0;
         clk_cnt    <= 0;
      end
      else begin
         case(state)
           STT_DATA: begin
              if(0 < clk_cnt) begin
                 clk_cnt <= clk_cnt - 1;
              end
              else begin
                 data_tmp_r <= {sig_r, data_tmp_r[DATA_WIDTH-1:1]};
                 clk_cnt    <= PULSE_WIDTH;
                 if(data_cnt == DATA_WIDTH - 1) begin
                    state <= STT_STOP;
                 end
                 else begin
                    data_cnt <= data_cnt + 1;
                 end
              end
           end
           STT_STOP: begin
              if(0 < clk_cnt) begin
                 clk_cnt <= clk_cnt - 1;
              end
              else if(sig_r) begin
                 state <= STT_WAIT;
              end
           end
           STT_WAIT: begin
              if(sig_r == 0) begin
                 clk_cnt  <= PULSE_WIDTH + HALF_PULSE_WIDTH;
                 data_cnt <= 0;
                 state    <= STT_DATA;
              end
           end
           default: begin
              state <= STT_WAIT;
           end
         endcase
      end
   end
   assign rx_done = (state == STT_STOP) && (clk_cnt == 0);
   logic [DATA_WIDTH-1:0] data_r;
   logic                  valid_r;
   always_ff @(posedge clk) begin
      if(!rstn) begin
         data_r  <= 0;
         valid_r <= 0;
      end
      else if(rx_done && !valid_r) begin
         valid_r <= 1;
         data_r  <= data_tmp_r;
      end
      else if(valid_r && (state == STT_WAIT)) begin
         valid_r <= 0;
      end
   end
   assign data_rx  = data_r;
   assign valid_rx = valid_r;
endmodule
module uart_tx_other
  #(parameter
    DATA_WIDTH = 8,
    BAUD_RATE  = 115200,
    CLK_FREQ   = 100_000_000
   )(    
    output logic                  sig_tx,
    input  logic [DATA_WIDTH-1:0] data_tx,
    input  logic                  valid_tx,
    output logic                  ready_tx,
    input logic  clk,
    input logic  rstn
   );
   localparam LB_DATA_WIDTH    = $clog2(DATA_WIDTH);
   localparam PULSE_WIDTH      = CLK_FREQ / BAUD_RATE;
   localparam LB_PULSE_WIDTH   = $clog2(PULSE_WIDTH);
   localparam HALF_PULSE_WIDTH = PULSE_WIDTH / 2;
   typedef enum logic [1:0] {STT_DATA,
                             STT_STOP,
                             STT_WAIT
                             } statetype;
   statetype                 state;
   logic [DATA_WIDTH-1:0]     data_r;
   logic                      sig_r;
   logic                      ready_r;
   logic [LB_DATA_WIDTH-1:0]  data_cnt;
   logic [LB_PULSE_WIDTH:0]   clk_cnt;
   always_ff @(posedge clk) begin
      if(!rstn) begin
         state    <= STT_WAIT;
         sig_r    <= 1;
         data_r   <= 0;
         ready_r  <= 1;
         data_cnt <= 0;
         clk_cnt  <= 0;
      end
      else begin
         case(state)
           STT_DATA: begin
              if(0 < clk_cnt) begin
                 clk_cnt <= clk_cnt - 1;
              end
              else begin
                 sig_r   <= data_r[data_cnt];
                 clk_cnt <= PULSE_WIDTH;
                 if(data_cnt == DATA_WIDTH - 1) begin
                    state <= STT_STOP;
                 end
                 else begin
                    data_cnt <= data_cnt + 1;
                 end
              end
           end
           STT_STOP: begin
              if(0 < clk_cnt) begin
                 clk_cnt <= clk_cnt - 1;
              end
              else begin
                 state   <= STT_WAIT;
                 sig_r   <= 1;
                 clk_cnt <= PULSE_WIDTH + HALF_PULSE_WIDTH;
              end
           end
           STT_WAIT: begin
              if(0 < clk_cnt) begin
                 clk_cnt <= clk_cnt - 1;
              end
              else if(!ready_r) begin
                 ready_r <= 1;
              end
              else if(valid_tx) begin
                 state    <= STT_DATA;
                 sig_r    <= 0;
                 data_r   <= data_tx;
                 ready_r  <= 0;
                 data_cnt <= 0;
                 clk_cnt  <= PULSE_WIDTH;
              end
           end
           default: begin
              state <= STT_WAIT;
           end
         endcase
      end
   end
   assign sig_tx   = sig_r;
   assign ready_tx = ready_r;
endmodule
==> summary.txt <==
Item: results of the latest flow run.

- The core utilization of the finished layout is 0.356.
- The largest fanout on the critical path is 42.
- The critical path arrival is 2.72 ns.
- The cell count of the worst reg-to-reg path is 7.
- Looking at the clock tree report, the root buffer type is sky130_fd_sc_hd__clkbuf_8.
- The shortest period the worst path allows is 2.46 ns.
- The post-synth tally of flip-flops with integrated enable is 0.
- The highest achievable clock rate is 0.406 GHz.
- The script logs the ratio of routed vias to standard cells as 5.00.
- The die footprint is 0.0116 mm2.
- The detail route stage leaves a number of antenna-violating nets equal to 0.
- For this run, the script counts the antenna cells in the layout as 0.
- In this run the number of cells on the critical path is 5.
- The delay of the slowest cell on the worst path is 0.52 ns.
- The detailed router placed 2639 vias in this run.
- Measured along the x axis, the die boundary spans 108 um.
- After routing, the total negative slack on setup checks comes to 0 ns.
- Per STA, the endpoint of the critical path is uart_rx_inst.data_cnt[3].
- In the final report, the number of hold violations comes to 0.
- The peak supply drop is 0.131 mV.
- The remaining max-slew budget at the tightest pin is 0.406.
- The post-cts gate resize count is 0.
- The clock transition at the registers of the reported paths is 0.07 ns.
- The synthesized area is 0.00335 mm2.
- For this block, the initial DRC count from the detailed router was 183.
- The count of tool warnings is 26.
- The capturing point of the worst reg2reg path is uart_rx_inst.data_r[0].
- Setup repair after global routing left no endpoint under its margin.
- The leakage component of the power is 1.44 nW.
- The pin closest to its max-slew limit shows a slew of 0.884 ns.
- Dividing the synthesized area by the synthesized cell count gives 9.12 um2.
- Recorded from the global router log, the overflow total was 0.
- The clock insertion delay at the later pin of the skew report is 0.34 ns.
- The filler cells instantiated in the layout total 1055.
- The area of the synthesized netlist per yosys stat is 0.00335 mm2.
- The launch point of the critical path is rstn.
- Per the Yosys statistics, synthesis produced 368 cells.
- The first-pass GRT wire length is 11000 um.
- The clock H-tree reported by CTS has 3 levels.
- The final max-slew violation count is 0.
- In the final routed layout, each cell accounts on average for 12.3 um.
- The critical path class is in -> reg.
- The number of failing setup endpoints in the final timing report is 0.
- The max capacitance violation total is 0.
- The pin count of the biggest net entering global routing is 43.
- The worst setup path is captured at a flop.
- For this design, the slowest cell found on the critical path is sky130_fd_sc_hd__buf_2.
- The via count of the first global-routing pass is 2381.
- The number of top-level design ports is 24.
- The post-synthesis sequential element count is 70.
- At the floorplan stage, the core utilization is reported as 0.308.
- The share of synthesized area in the top cell type comes to 0.418.
- The vertical die dimension reported for this design is 108 um.
- The final routed DRC violation total is 0.
- The number of clock sinks came to 70.
- Of the cells placed in the final design, the portion with a size suffix greater than 1 is 0.0851.
- The total setup buffers inserted after CTS is 0.
- The core region is 0.0109 mm2.
- At the worst endpoint, the required time is 5.46 ns.
- The global routing usage summed across all routing layers is 0.117.
- The critical path contains buffers and inverters numbering 2 combined.
- After its last routability iteration, the placer logged a weighted congestion of 0.796.
- The minimum setup slack among reg-to-reg paths is 2.86 ns.
- The count of port buffers added during placement is 22.
- STA classifies the critical path startpoint as an input pin.
- The power density over the cells is 402 mW/mm2.
- Warnings reported by Yosys during synthesis add up to 2.
- Dividing the final minimum period by the clock period gives 0.473.
- Per the post-synthesis report, the number of cells in the design is 368.
- The main flop type after synthesis is sky130_fd_sc_hd__dfxtp_1.
- Looking at the gate-level netlist, the highest instance count belongs to sky130_fd_sc_hd__dfxtp_1.
- The share of the Yosys chip area taken by registers is 0.418.
- The async set or reset register ratio after synthesis is 0.
- Sorting the Yosys area breakdown by cell type puts at the top sky130_fd_sc_hd__dfxtp_1.
- The detailed router reported a total wirelength of 6520 um.
- After synthesis, the netlist uses 51 different library cells.
- Walking the worst path, the cells encountered are buf_2 -> buf_4 -> nor2b_1 -> nand4_1 -> o31ai_1.
- The number of clock buffers added by TritonCTS is 9.
- After floorplanning, the core was divided into 38 placement rows.
- The cell type group with the largest total delay on the critical path is buffers and inverters.
- The initial antenna violation count came to 0.
- The estimated wirelength of the detail-placed design is 4310 um.
- The launch instance of the worst register-to-register path is uart_rx_inst.clk_cnt[0].
- The hold buffer count at cts is 0.
- TritonCTS built the clock tree.
- The signed area change from the synthesized netlist to the final layout is 15.6%.
- The flow ran to the end, and the final reports show no timing, DRC or antenna violations.
- The class of the most critical hold timing path is reg -> reg.
- The final setup skew is 0.00744 ns.
- The first TritonRoute pass finished after 8 iterations.
- The buffer depth of the longest clock path is 2.
- The main area contributors are sky130_fd_sc_hd__dfxtp_1 (42%), sky130_fd_sc_hd__mux2i_1 (8.7%), sky130_fd_sc_hd__nand2_1 (4.7%).
- The commonest cells after synthesis are sky130_fd_sc_hd__dfxtp_1 (70), sky130_fd_sc_hd__nand2_1 (42), sky130_fd_sc_hd__mux2i_1 (29), sky130_fd_sc_hd__nor2b_1 (23).
==> worst register-to-register path, cell delays in order (launching register included) <==
cell                       delay [ns]
sky130_fd_sc_hd__dfxtp_1         0.36
sky130_fd_sc_hd__inv_1           0.08
sky130_fd_sc_hd__ha_1            0.20
sky130_fd_sc_hd__or3b_2          0.53
sky130_fd_sc_hd__nor2_4          0.14
sky130_fd_sc_hd__nand4b_1        0.52
sky130_fd_sc_hd__mux2i_1         0.34
sky130_fd_sc_hd__nor2b_1         0.06
==> kinds of logic (layout without fill, tap and decap cells) <==
| kind of cell | count (synthesis) | count (layout) | share of synthesized area |
|---|---|---|---|
| muxes | 31 | 31 | 0.100 |
| buffers and inverters | 32 | 52 | 0.0448 |
| DFF | 70 | 70 | 0.418 |
| and+or+nand+nor | 144 | 144 | 0.239 |
| AOI/OAI and AO/OA | 84 | 84 | 0.173 |
| adders and majority gates | 7 | 7 | 0.0254 |
==> cell usage in the layout, fill, tap and decap left out, types with 3 or more instances in the layout <==
cell type	count
sky130_fd_sc_hd__o21ai_0	20
sky130_fd_sc_hd__nand4_1	6
sky130_fd_sc_hd__inv_1	12
sky130_fd_sc_hd__nor2b_1	23
sky130_fd_sc_hd__nand2_1	42
sky130_fd_sc_hd__o41ai_1	3
sky130_fd_sc_hd__ha_1	6
sky130_fd_sc_hd__mux2i_1	29
sky130_fd_sc_hd__o22ai_1	3
sky130_fd_sc_hd__a21boi_0	17
sky130_fd_sc_hd__a21oi_1	10
sky130_fd_sc_hd__o211ai_1	5
sky130_fd_sc_hd__and2_1	4
sky130_fd_sc_hd__nor2_1	14
sky130_fd_sc_hd__a31oi_1	4
sky130_fd_sc_hd__dfxtp_1	70
sky130_fd_sc_hd__nor3_1	8
sky130_fd_sc_hd__nand2b_1	3
sky130_fd_sc_hd__nand3_1	20
sky130_fd_sc_hd__o211a_1	4
sky130_fd_sc_hd__o31a_1	6
sky130_fd_sc_hd__clkdlybuf4s50_1	21
sky130_fd_sc_hd__clkbuf_8	10
sky130_fd_sc_hd__nand3b_1	3
==> metal layers <==
layer / routed length [um] / share of wire / track usage
met1: 3490 / 0.54 / 0.183
met2: 2630 / 0.40 / 0.172
met3: 275 / 0.042 / 0.0204
met4: 123 / 0.019 / 0.0235
met5: 0 / 0 / 0
==> final cells by class <==
type	instances	area, um2	area share
inverter	12	45.0	0.0116
timing repair buffer	24	230	0.0594
multi-input combinational	266	1800	0.465
clock inverter	6	85.1	0.0219
tap	140	175	0.0452
clock buffer	10	138	0.0355
sequential	70	1400	0.361
==> through the flow <==
stage	instance area [um2]	hold WS, ns	instances	setup WS, ns	total power, mW
floorplan	3350	0.392	368	3.34	0.997
global placement	3650	0.403	512	2.46	1.07
detailed placement	3650	0.417	512	2.44	1.08
CTS	3880	0.427	528	2.76	1.57
global route	3880	0.442	528	2.62	1.65
finish	3880	0.430	528	2.74	1.56
==> flip-flops by register name (all words and copies together) (netlist names), 2 cells and up <==
register                   flops
uart_tx_inst.data_r            8
uart_rx_inst.data_cnt          4
uart_rx_inst.sampling_cnt      2
uart_rx_inst.state             3
uart_rx_inst.data_tmp_r        8
uart_rx_inst.clk_cnt          11
uart_tx_inst.data_cnt          3
uart_tx_inst.state             3
uart_rx_inst.data_r            8
uart_tx_inst.clk_cnt          11
uart_rx_inst.sig_q             5
==> where the power goes <==
part	internal (mW)	switching, mW	total [mW]
sequential	0.596	0.0690	0.665
combinational	0.186	0.221	0.407
clock	0.281	0.206	0.487
total	1.06	0.495	1.56
==> worst min-delay path by stage <==
stage | start | end | slack (ns) | depth (start not counted)
after CTS | uart_rx_inst.sampling_cnt[0] | uart_rx_inst.sampling_cnt[0] | 0.43 | 1
after global routing | uart_rx_inst.sampling_cnt[0] | uart_rx_inst.sampling_cnt[0] | 0.44 | 1
final | uart_rx_inst.sampling_cnt[0] | uart_rx_inst.sampling_cnt[0] | 0.43 | 1
Power figures rest on the tool's default switching activity, not on a simulated workload.
